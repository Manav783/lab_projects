--- /design/flow/config.mk ---
export PLATFORM = sky130hd
export DESIGN_NAME = shift_add_multiplier
export DESIGN_NICKNAME = shift_add_multiplier
export VERILOG_FILES = /design/flow/design.v
export SDC_FILE = /design/flow/constraint.sdc
export NUM_CORES = 4
export LEC_CHECK = 1
export CORE_UTILIZATION = 30
--- /design/flow/constraint.sdc ---
current_design shift_add_multiplier

set clk_period 3.3
set clk_io_pct 0.2

create_clock -name clk0 -period $clk_period [get_ports {clk}]

set non_clock_inputs [all_inputs -no_clocks]
set_input_delay [expr $clk_period * $clk_io_pct] -clock clk0 $non_clock_inputs
set_output_delay [expr $clk_period * $clk_io_pct] -clock clk0 [all_outputs]
--- /design/flow/design.v ---
module shift_add_multiplier #(
    parameter N = 8
)(
    input  wire              clk,
    input  wire              rst,
    input  wire              start,
    input  wire [N-1:0]      multiplicand,
    input  wire [N-1:0]      multiplier,
    output reg  [2*N-1:0]    product,
    output reg               done
);
    reg [N-1:0] A;           
    reg [N-1:0] M;           
    reg [N-1:0] Q;           
    reg [$clog2(N):0] count;
    always @(posedge clk or posedge rst) begin
        if (rst) begin
            A     <= 0;
            M     <= 0;
            Q     <= 0;
            count <= 0;
            done  <= 0;
            product <= 0;
        end 
        else if (start) begin
            A     <= 0;
            M     <= multiplicand;
            Q     <= multiplier;
            count <= N;
            done  <= 0;
        end 
        else if (count > 0) begin
            if (Q[0] == 1'b1)
                A <= A + M;            
            M <= M << 1;               
            Q <= Q >> 1;               
            count <= count - 1;
        end 
        else begin
            product <= {A, Q};
            done <= 1;
        end
    end
endmodule
--- /design/flow/run.sh ---
#!/bin/bash
# OpenROAD 26Q1-2900-gdf79404cd8, Yosys 0.63+post, stock flow scripts
make -C /OpenROAD-flow-scripts/flow DESIGN_CONFIG=/design/flow/config.mk WORK_HOME=/design/flow/orfs finish
==> ci_impl_report.md <==
## Synthesis and layout report

| Metric | Value |
|---|---|
| # Cells Yosys | 196 |
| RR Startpoint | count[0]$_DFFE_PP0P_ |
| Delay-heaviest family, CP | simple AND/OR/NAND/NOR gates |
| Top Usage Layer GRT | met2 |
| WP depth | 6 |
| First-pass GRT wire length | 6930 microns |
| Sequential-to-total area share from yosys stat | 0.517 |
| Post-route design area | 2730 sq um |
| Skew final | 0.00486 ns |
| R2r setup slk | ~0.86 ns |
| Hold crit path type | flop to flop |
| Fmax | between 400 and 500 MHz |
| Type of origin of the critical path | flop |
| Outcome | finished, final reports clean |
| Die Span Y | 87.2 microns |
| FFs w/ async S/R, synth | 1.00 |
| PnR worst setup slack | 0.860 ns |
| Met3 Use GR | 0.0231 |
| Root Buffer | clkbuf_8 |
| Late-Pin Clk Latency | 0.30 ns |
| Crit path kind | flop to flop |
| DP Wirelength | 2850 microns |
| Clk slew on worst S/H paths | 0.08 ns |
| CP required | between 3 and 4 ns |
| Fin crit share | 0.739 |
| Top cells excl fill/tap | dfrtp_1 (45), clkdlybuf4s50_1 (35), nand2_1 (24), o21ai_1 (17), mux2i_1 (17) |
| RSZ-0062 raised after global routing | false |
| Hold_sp | product[14]$_DFFE_PP0N_ |
| Global placer's final weighted congestion | 0.785 |
| Post-layout util | 0.395 |
| Slowest CP cell | or3b_1 |
| Final Max Slew Viols | 0 |
| Crit. End Element | flop |
| Global Route Usage Sum | 0.120 |
| Log Warnings | 25 |
| DR WL/cell | between 10 and 15 microns |
| Synth Cell Area | approximately 2200 sq um |
| First drt pass iteration count | 4 |
| Fin. Hold Viols | 0 |
| Ys flop type | dfrtp_1 |
| Distinct lib cells | 34 |
| Avg Cell Area, Syn | approximately 11 sq um |
| N_diodes | 0 |
| Crit-path max cell delay | 0.61 ns |
| GR Util met2 | 0.187 |
| CP arrival | 2.62 ns |
| Total CTS buffers | 5 |
| CTS tree | built |
| Leak | 1.25 nW |
| Registers, synthesis | 45 |
| Cells after synthesis | around 200 |
| Initial DRC count | 87 |
| DRC | 0 |
| Share of layout cells above drive strength 1 | 0.0644 |
| Ports | 36 |
| Clk buf depth | 2 |
| Max-cap violations | 0 |
| Gr ovfl total | 0 |
| Initial antenna violation count | 0 |
| Gates resized, CTS repair | 0 |
| Clock sinks | 45 |
| Placed Area | roughly 2600 sq um |
| Setup WS pre-CTS | slightly below 0.9 ns |
| Reg2reg end | product[12]$_DFFE_PP0N_ |
| Worst slew margin | 0.622 |
| Reg2reg path depth | 6 |
| Hold Path End | product[14]$_DFFE_PP0N_ |
| Buffers & Inverters on Critical Path | 2 |
| Die area | approximately 7600 sq um |
| Vias | roughly 1500 |
| Endpoints failing setup | 0 |
| Critical Path Fanout Max | 11 |
| # Post-CTS Setup Buffers | 0 |
| Die width | 87.2 microns |
| Core Region | 6910 sq um |
| EDFF count, synth | 0 |
| YS warnings | 1 |
| Grt met1 use | 0.186 |
| Sequence of cells on the critical path | inv_1 -> ha_1 -> or3b_1 -> nor2_2 -> buf_4 -> mux2_1 |
| Via-per-instance ratio | 4.67 |
| ANT nets after route | 0 |
| H-tree levels | 2 |
| Commonest Layout Cell | dfrtp_1 |
| Worst Tran Pin Value | 0.568 ns |
| I/O Buffers | 35 |
| Fp util | 0.316 |
| Crit path time final | between 2 and 2.5 ns |
| Area grow syn2layout | 25.2% |
| Power Total | ~1.8 mW |
| Total Wirelength | 4090 microns |
| Max VDD drop | 0.000250 V |
| Hold_buf cts | 0 |
| WHS Path Cells | 1 |
| Largest net degree at the start of global routing | about 47 |
| # rows | 30 |
| Vias in the first global route | 1470 |
| Setup TNS | 0 ns |
| Area reported by Yosys stat | roughly 2200 sq um |
| Power Density | between 600 and 700 nW/um^2 |
metal layers:
layer  wire, microns  vias up
met3             153        5
met2            1900       21
met5               0        -
met4              50        0
li1                -      767
met1            1990      744
worst max path at each step:
stage	startpoint	endpoint	slack, ns
CTS	count[0]$_DFFE_PP0P_	product[12]$_DFFE_PP0N_	0.84
global route	count[0]$_DFFE_PP0P_	product[1]$_DFFE_PP0N_	0.71
finish	count[0]$_DFFE_PP0P_	product[12]$_DFFE_PP0N_	0.86
state kept, by name (all words and copies together), names as in the netlist:
signal and flops:
done 1, Q 8, product 16, M 8, count 4, A 8
cell usage after synthesis, types with 2 or more instances:
library cell | count | area [sq um]
o21ai_0 | 3 | 15.0
a21o_1 | 3 | 22.5
nor3b_1 | 2 | 15.0
dfrtp_1 | 45 | 1130
nor3_1 | 5 | 25.0
xnor2_1 | 3 | 26.3
nand3_1 | 2 | 10.0
mux2_1 | 16 | 180
nand2_1 | 24 | 90.1
inv_1 | 5 | 18.8
nor2_1 | 12 | 45.0
or3_1 | 3 | 18.8
a211oi_1 | 3 | 22.5
buf_4 | 3 | 22.5
clkbuf_1 | 5 | 18.8
ha_1 | 8 | 100
mux2i_1 | 17 | 170
a21oi_1 | 4 | 20.0
o311ai_1 | 2 | 17.5
o21ai_1 | 17 | 85.1
logic make-up after synthesis:
family / count (synthesis) / share of synthesized area
multiplexers: 34 / 0.166
AND/OR/NAND/NOR: 53 / 0.111
XOR/XNOR: 3 / 0.0121
flip-flops: 45 / 0.517
buffers and inverters: 14 / 0.0298
AND-OR/OR-AND: 38 / 0.109
adder cells (fa/ha/maj): 9 / 0.0551
stage by stage:
stage / instances / hold WS, ns
floorplan: 196 / 0.433
global placement: 322 / 0.471
detailed placement: 322 / 0.476
CTS: 329 / 0.494
global route: 329 / 0.509
finish: 329 / 0.486
where the power goes:
part | internal, mW | total (mW) | leakage [nW] | switching (mW)
combinational | 0.398 | 0.679 | 0.628 | 0.281
clock | 0.166 | 0.349 | 0.0433 | 0.184
sequential | 0.709 | 0.818 | 0.576 | 0.108
layout make-up:
cell class | count | area (sq um)
Fill cell | 720 | 4180
Inverter | 5 | 18.8
Sequential cell | 45 | 1130
Multi-Input combinational cell | 137 | 993
Tap cell | 96 | 120
Clock buffer | 6 | 82.6
Clock inverter | 1 | 7.51
Timing Repair Buffer | 39 | 380
Power and IR drop assume default switching activity.
