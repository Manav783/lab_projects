[design/flow/config.mk]
export PLATFORM = sky130hd
export DESIGN_NAME = top
export DESIGN_NICKNAME = top
export VERILOG_FILES = /design/flow/design.v
export SDC_FILE = /design/flow/constraint.sdc
export NUM_CORES = 4
export LEC_CHECK = 1
export CORE_UTILIZATION = 30
[design/flow/constraint.sdc]
current_design top

set clk_period 3.5
set clk_io_pct 0.2

create_clock -name clk0 -period $clk_period [get_ports {clk}]

set non_clock_inputs [all_inputs -no_clocks]
set_input_delay [expr $clk_period * $clk_io_pct] -clock clk0 $non_clock_inputs
set_output_delay [expr $clk_period * $clk_io_pct] -clock clk0 [all_outputs]
[design/flow/design.v]
module controller (
    input clk, rst, start,
    input [3:0] n,
    output reg load, shift, res, n1, done
);
  parameter IDLE=3'd0, LOAD=3'd1, SHIFT=3'd2, RESTORE=3'd3, COUNT=3'd4, DONE=3'd5;
  reg [2:0] state, nstate;
  always @(posedge clk) begin
      if (!rst)
          state <= IDLE;
      else
          state <= nstate;
  end
  always @(*) begin
      load = 0;
      shift = 0;
      res = 0;
      done = 0;
      n1 = 0;
      nstate = state;
      case (state)
          IDLE    : begin
                      if (start) nstate = LOAD;
                    end
          LOAD    : begin
                      load = 1;
                      nstate = SHIFT;
                    end
          SHIFT   : begin
                      shift = 1;
                      nstate = RESTORE;
                    end
          RESTORE : begin
                      res = 1;
                      nstate = COUNT;
                    end
          COUNT   : begin
                      n1 = 1;
                      if (n == 4'd1)
                          nstate = DONE;
                      else
                          nstate = SHIFT;
                    end
          DONE    : begin
                      done = 1;
                      nstate = IDLE;
                    end
      endcase
  end
endmodule
module datapath (
    input clk, rst,
    input [7:0] Dividend, Divisor,
    input load, shift, res, n1,
    output [7:0] Quo, Rem,
    output reg [3:0] n
);
  reg [7:0] Q;
  reg [8:0] M, resA;
  reg signed [8:0] A;
  reg [16:0] temp;
  always @(posedge clk) begin
      if (!rst) begin
          A    <= 0;
          n    <= 4'd8;
          resA <= 0;
          Q    <= 0;
          M    <= 0;
          temp <= 0;
      end
      else begin
          if (load) begin
              M <= {1'b0, Divisor};
              A <= 9'd0;
              Q <= Dividend;
              n <= 4'd8;
          end
          if (shift) begin
              temp = {A, Q} << 1;
              resA <= temp[16:8];
              A <= temp[16:8] - M;
              Q <= temp[7:0];
          end
          if (res) begin
              if (A[8] == 0)
                  Q[0] <= 1'b1;
              else begin
                  Q[0] <= 1'b0;
                  A <= resA;
              end
          end
          if (n1)
              n <= n - 1'b1;
      end
  end
  assign Quo = Q;
  assign Rem = A[7:0];
endmodule
module top (
    input clk, rst, start,
    input [7:0] Dividend, Divisor,
    output [7:0] Quo, Rem,
    output done
);
  wire load, shift, res, n1;
  wire [3:0] n;
  controller c1 (
      .clk(clk),
      .rst(rst),
      .start(start),
      .n(n),
      .load(load),
      .shift(shift),
      .res(res),
      .n1(n1),
      .done(done)
  );
  datapath d1 (
      .clk(clk),
      .rst(rst),
      .Dividend(Dividend),
      .Divisor(Divisor),
      .load(load),
      .shift(shift),
      .res(res),
      .n1(n1),
      .Quo(Quo),
      .Rem(Rem),
      .n(n)
  );
endmodule
[design/flow/run.sh]
#!/bin/bash
# OpenROAD 26Q1-2900-gdf79404cd8, Yosys 0.63+post, stock flow scripts
make -C /OpenROAD-flow-scripts/flow DESIGN_CONFIG=/design/flow/config.mk WORK_HOME=/design/flow/orfs finish
==> reports/metrics.cfg <==
[critical_path]
worst-path-max-fanout=4
startpoint_type=flip-flop
cpLargestDelayFamily=simple AND/OR/NAND/NOR gates
required_ns=3.75
rr_worst_depth=9
worstSetupPathType=reg2reg
crit_path_max_incr_delay_ns=0.47
critical_path_buf_inv_count=2
reg2reg_slack_ns=1.41
crit_path_top_delay_cell=or4_1
cp-startpoint=d1.Q[7]
r2r-start=d1.Q[7]
end_kind=flip-flop
critical_path_depth=9
crit_chain=inv_1, ha_1, inv_1, fa_1, a21o_1, nand4_1, a21oi_1, or4_1, nand3_1
arrival_ns=2.34
crit_path_frequent_cell=inv_1

[synthesis]
ys.flops=44
ys_cells=255
ys_seq_share=0.390
netlist_top_cells_area=dfxtp_1 39%, mux2i_1 12%, nor2b_1 6.6%, ha_1 5.5%, o21ai_0 4.2%
yosys.area.top_type_share=0.390
largest_area_cell=dfxtp_1
async_reset_ff_frac=0
ff_type=dfxtp_1
top_cell=dfxtp_1
synthTopCellsByCount=44 x dfxtp_1, 27 x mux2i_1, 24 x nor2b_1, 22 x nand2_1, 19 x o21ai_0
ys_area_mm2=0.00226
yosysWarnings=2
edf_count=0
avgSynthCellArea_um2=8.86
netlist_area_mm2=0.00226
syn_inst=255
synth.distinct_cells=38

[power_and_ir_drop]
irDropWorstVdd_mv=0.170
p_leak_nw=0.978
finalPower_mw=1.08
combinationalPowerShare=0.132
netSwitchingPower_mw=0.267
seqPwrFrac=0.496
sw_frac_of_total=0.247
powerDensity_mw_per_mm2=392
p_clk_frac=0.372
intPower_mw=0.814

[die]
core_mm2=0.00725
io_pins=36
chipArea_mm2=0.00788
initial_core_util=0.312
die_w_um=88.8
row_count=31
die_height_um=88.8

[routing]
vias=1754
dr.pass1.iters=5
n_antenna_cell=0
wire_per_inst_um=12.0
via_per_inst=4.64
drt-total-wl_mm=4.53
first_iter_violations=69
detail-route-antenna-nets=0
drc=0

[job]
maxCapViolCount=0
warning_count=26

[sta]
whs_ns=0.469
layout_worst_path_cycle_share=0.597
setup_violations=0
maxSlewViolCount=0
worstMarginPinSlew_ns=0.730
hold_viol=0
fmax_mhz=479
tns_ns=0
slew_headroom=0.512
rsz0062_at_grt=false
period_minus_slack_ns=2.09
clock_skew_ns=0.00980

[final_layout]
final_area_mm2=0.00275
drive_gt1_frac=0.0538
fillerInstances=738
comb_area_mm2=0.00121
layoutNonFillerInstCount=378
area_growth_pct=21.9
seq_area_um2=881

[clocking]
cts_num_sinks=44
postCtsSetupBuffers=0
cts_tree=done
clock_latency_ns=0.30
cts_max_level=2
cts_made_buffers=5
cts-root-buf=clkbuf_8
cts.reportedPaths.clkPinSlew_ns=0.09
cts_resized=0
ctsHoldBuffers=0
cts_buffer_depth=2

[placement]
portBuffers=35
gp_congestion=0.879
dpl_cell_area_mm2=0.00264
dp_hpwl_mm=3.20
dpl.cell_count=370

[global_routing]
grt-ovfl-total=0
grt_usage=0.123
grt_pass1_vias=1570
grt_pass1_wl_mm=7.51
grt_max_degree=28
antenna_found_initial=0

[outcome]
status=finished clean

[hold_path]
hp-start=c1.state[4]
hold_depth=1
hp-class=reg2reg

==> kinds of logic after synthesis <==
kind of cell / share of synthesized area
multiplexers: 0.125
AND-OR/OR-AND: 0.132
flip-flops: 0.390
XOR/XNOR: 0.00775
buffers and inverters: 0.0736
adder cells (fa/ha/maj): 0.0642
AND/OR/NAND/NOR: 0.208
==> flip-flops by register name, summed over array words and instances (netlist names) <==
| register | count |
|---|---|
| d1.Q | 8 |
| d1.A | 9 |
| d1.n | 4 |
| c1.state | 6 |
| d1.resA | 9 |
| d1.M | 8 |
==> final cells by class <==
| type | count | share of cell area |
|---|---|---|
| clock buffers | 5 | 0.0250 |
| clock inverters | 3 | 0.0168 |
| inverters | 13 | 0.0177 |
| multi-input cells | 176 | 0.440 |
| flip-flops and latches | 44 | 0.320 |
| well taps | 99 | 0.0450 |
| repair buffers | 38 | 0.135 |
==> through the flow <==
| stage | utilization | worst slack, ns |
|---|---|---|
| final | 0.380 | 1.41 |
| after global routing | 0.380 | 1.27 |
| after CTS | 0.380 | 1.41 |
| after detailed placement | 0.364 | 1.18 |
| after global placement | 0.364 | 1.19 |
| after floorplan | - | 1.63 |
==> routing by layer <==
layer,part of all wire,routed length [um],track usage,vias up
li1,-,-,-,911
met1,0.51,2290,0.193,808
met2,0.44,2000,0.186,30
met3,0.042,192,0.0218,5
met4,0.011,51,0.0176,0
met5,0,0,0,-
==> layout by cell type (no fill, tap or decap), types with 2 or more instances in the layout <==
cell and n:
nor3b_1 3, nand3b_1 2, clkdlybuf4s50_1 35, clkbuf_8 5
buf_4 3, mux2i_1 27, a21o_1 3, a21oi_1 8
a31oi_1 3, nor2_1 10, ha_1 10, inv_1 13
or4_1 2, nand2b_1 2, nor2b_1 24, dfxtp_1 44
nand2_1 22, nand3_1 4, nor3_1 5, and2_1 10
o21a_1 4, a222oi_1 3, o21ai_0 19
==> path summary, 6_finish.rpt <==
kind | end
worst max-delay path | d1.A[8]
worst min-delay path | c1.state[0]
worst max register to register | d1.A[8]
worst min register to register | c1.state[0]
==> power by group through the flow <==
| stage | Combinational, mW | Clock (mW) | Sequential, mW |
|---|---|---|---|
| final | 0.143 | 0.402 | 0.536 |
| after CTS | 0.144 | 0.414 | 0.536 |
| after global routing | 0.160 | 0.432 | 0.539 |
Power and IR drop assume default switching activity.
