$ cat config.mk
export PLATFORM = sky130hd
export DESIGN_NAME = fp_multiplier
export DESIGN_NICKNAME = fp_multiplier
export VERILOG_FILES = /design/flow/design.v
export SDC_FILE = /design/flow/constraint.sdc
export NUM_CORES = 4
export LEC_CHECK = 1
export CORE_AREA = 10 10 70 70
export DIE_AREA = 0 0 80 80
$ cat constraint.sdc
current_design fp_multiplier

set clk_period 9.0
set clk_io_pct 0.2

create_clock -name clk0 -period $clk_period

set non_clock_inputs [all_inputs -no_clocks]
set_input_delay [expr $clk_period * $clk_io_pct] -clock clk0 $non_clock_inputs
set_output_delay [expr $clk_period * $clk_io_pct] -clock clk0 [all_outputs]
$ cat design.v
module fp_multiplier (
    input  signed [3:0] M1,
    input  signed [3:0] M2,
    input  [2:0] E1,
    input  [2:0] E2,
    output reg signed [3:0] M_out,
    output reg [2:0] E_out
);
    reg signed [7:0] product;       
    reg signed [7:0] multiplicand;
    reg signed [7:0] multiplier;
    integer i;
    always @(*) begin
        E_out = E1 + E2;
        multiplicand = {{4{M1[3]}}, M1};
        multiplier   = {{4{M2[3]}}, M2};
        product = 8'd0;
        for (i = 0; i < 4; i = i + 1) begin
            if (multiplier[i] == 1'b1)
                product = product + (multiplicand <<< i);
        end
        if (product[7] == 0 && product[6] == 1) begin
            product = product << 1;
            E_out = E_out - 1;
        end
        else if (product[7] == 1 && product[6] == 0) begin
            product = product << 1;
            E_out = E_out - 1;
        end
        M_out = product[7:4];
    end
endmodule
$ cat run.sh
#!/bin/bash
# OpenROAD 26Q1-2900-gdf79404cd8, Yosys 0.63+post, stock flow scripts
make -C /OpenROAD-flow-scripts/flow DESIGN_CONFIG=/design/flow/config.mk WORK_HOME=/design/flow/orfs finish
==> impl_metrics.tcl <==
# flow metrics
set metrics [dict create \
    wl_met1_mm 1.12 \
    drtIter0Drc 44 \
    ys_area_sq_um 955 \
    min_path_type "in -> out" \
    die_x_um 80 \
    crit_start "M1[1]" \
    ys_cells 123 \
    syn_area_per_cell_sq_um 7.76 \
    p_per_area_nw_per_um2 104 \
    mostFrequentLayoutCells "clkdlybuf4s50_1, ha_1, buf_4, inv_1, nand2_1" \
    placed_area_sq_um 1260 \
    antenna_left 0 \
    min_period_over_period_pct 96.5 \
    track_usage_pct 7.01 \
    first_global_vias 845 \
    synth_cells 123 \
    required_ps 7200 \
    wl_met3_um 37 \
    highest_layer "met3" \
    wl_mm 2.32 \
    max_slew_margin_pct 68.7 \
    firstDrtPassIters 4 \
    critPathKind "in -> out" \
    hold_buffers 0 \
    overflow 0 \
    ir_worst_vdd_mv 0.0261 \
    layout_top_cell "clkdlybuf4s50_1" \
    fp_util_pct 27.9 \
    seq_cell_count 0 \
    cp.arrival_ps 6880 \
    top_area_cell "ha_1" \
    status "finished clean" \
    antenna_cells 0 \
    cp-end-kind "output port" \
    worstMarginPinSlew_ps 468 \
    fmax_mhz 115 \
    antenna_found_initial 0 \
    met2_length_mm 1.17 \
    drv_slew 0 \
    n_clock_buffer 0 \
    dp_hpwl_mm 2.02 \
    core_area_sq_um 3420 \
    drc_errors 0 \
    fin_crit_ps 8680 \
    finalSetupViolCount 0 \
    warnings 34 \
    area_growth_pct 36.4 \
    avgViaCountPerCell 4.93 \
    gp_routability_congestion 0.816 \
    finalHoldViolations 0 \
    top_area_share_pct 17.0 \
    ys_seq_share_pct 0 \
    worstPathMaxFanout 5 \
    design_area_sq_um 1300 \
    regArea_sq_um 0 \
    grt_pass1_wl_mm 3.84 \
    drive_above_1_share_pct 17.4 \
    ys_warn_count 1 \
    synth.distinct_cells 44 \
    total_power_w 0.000135 \
    vias 962 \
    startpoint_type "primary input" \
    portBuffers 21 \
    row_count 21 \
    wl_per_cell_um 11.9 \
    grt_max_degree 14 \
    p_leak_nw 0.574 \
    synthTopCellsByArea "ha_1, fa_1, mux2i_1" \
    crit_path_end "E_out[1]" \
    fill_cells 345 \
    holdWs_ps 4760 \
    syn_area_sq_um 955 \
    die_h_um 80 \
    ios 21 \
    chipArea_sq_um 6400 \
    drv_cap 0 \
]
-- critical path, stage by stage --
cell and delay, ps:
clkdlybuf4s50_1 560, inv_1 130, fa_1 450, nand2b_1 180, nand3_1 130, xor2_2 190
inv_1 80, fa_1 440, xnor2_1 170, nor2_1 90, a21oi_1 80, fa_1 440
a21o_1 240, a211oi_2 250, xnor2_1 170, o22ai_2 120, or3_4 420, xnor2_4 240
mux2i_1 220, clkdlybuf4s50_1 490
-- through the flow --
stage | setup slack [ps] | utilization [%] | cells | TNS, ps
after global placement | 245 | 36.8 | 193 | 0
after detailed placement | 124 | 36.8 | 193 | 0
after floorplan | 1250 | - | 123 | 0
final | 318 | 38.1 | 195 | 0
after global routing | -24.1 | 38.1 | 195 | -31.9
after CTS | 117 | 36.8 | 193 | 0
-- area by class of cell --
type	instances	area, sq um	share of cell area (%)
tap	46	57.6	4.42
multi-input combinational	109	930	71.4
timing repair buffer	30	278	21.3
inverter	10	37.5	2.88
-- kinds of logic (layout without fill, tap and decap cells) --
logic type	after synthesis	count (layout)	synth area share, %
xor gates and xnor gates	11	11	12.1
AOI/OAI and AO/OA	33	33	25.2
and+or+nand+nor	39	39	21.5
adders and majority gates	18	18	26.5
buffers and inverters	14	40	5.77
muxes	8	8	9.04
-- worst min-delay path by stage --
stage,startpoint,end,slack [ps],cells past startpoint
finish,E2[0],E_out[0],4760,5
global route,E2[0],E_out[0],4800,5
CTS,E2[0],E_out[0],4780,5
-- what timing repair did --
item                       4_1_cts  5_1_grt
hold endpoints to repair         0        0
setup endpoints to repair        0        6
resized                          0        6
buffers inserted                 0        2
-- routing by layer --
| metal | vias to the layer above | global-route usage (%) |
|---|---|---|
| li1 | 501 | - |
| met3 | 0 | 0.341 |
| met4 | 0 | 0 |
| met5 | - | 0 |
| met1 | 449 | 9.98 |
| met2 | 12 | 12.0 |
-- Yosys cell counts, types with 4 or more instances --
cell type / number
ha_1: 13
nand2_1: 9
a21oi_1: 8
inv_1: 8
nor2_1: 7
mux2i_1: 6
nor3_1: 6
xnor2_1: 6
fa_1: 4
nand2b_1: 4
o21ai_0: 4
xor2_1: 4
-- power by group --
| group | switching [W] | total (W) | internal, W |
|---|---|---|---|
| clock | 0 | 0 | 0 |
| sequential | 0 | 0 | 0 |
| combinational | 0.0000584 | 0.000135 | 0.0000769 |
| total | 0.0000584 | 0.000135 | 0.0000769 |
Power is estimated from default activity; no workload was simulated.
